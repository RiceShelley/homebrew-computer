==> ./run.sh <==
#!/bin/bash
# OpenROAD 26Q1-2900-gdf79404cd8, Yosys 0.63+post, stock flow scripts
make -C /OpenROAD-flow-scripts/flow DESIGN_CONFIG=/design/flow/config.mk WORK_HOME=/design/flow/orfs finish
==> ./config.mk <==
export PLATFORM = sky130hd
export DESIGN_NAME = ram
export DESIGN_NICKNAME = ram
export VERILOG_FILES = /design/flow/design.v
export SDC_FILE = /design/flow/constraint.sdc
export NUM_CORES = 4
export LEC_CHECK = 1
export CORE_UTILIZATION = 30
export SYNTH_MEMORY_MAX_BITS = 65536
==> ./constraint.sdc <==
current_design ram

set clk_period 56.8
set clk_io_pct 0.2

create_clock -name clk0 -period $clk_period [get_ports {clk}]

set non_clock_inputs [all_inputs -no_clocks]
set_input_delay [expr $clk_period * $clk_io_pct] -clock clk0 $non_clock_inputs
set_output_delay [expr $clk_period * $clk_io_pct] -clock clk0 [all_outputs]
==> ./design.v <==
module ram(
           input clk,
           input [15:0] addr,
           input [15:0] pc,
           input pgm,
           input [15:0] pgm_data,
           input [15:0] pgm_addr,
           input pg_wr,
           output [15:0] ir,
           input rw,
           output [15:0] data_out,
           input [15:0] mem_in
);
parameter MEM_SIZE = 512;
parameter READ = 0, WRITE = 1;
reg [15:0] mem[MEM_SIZE - 1:0];
assign data_out = mem[addr];
assign ir = mem[pc];
reg [2:0] pg_wr_buff = 0;
always @(posedge clk) pg_wr_buff <= {pg_wr_buff[1:0], pg_wr};
wire pg_wr_rising = (pg_wr_buff[2:1] == 2'b01);
always @(posedge clk)
begin
    if (pgm) begin
        if (pg_wr_rising) begin
            mem[pgm_addr] <= pgm_data;
        end
    end else begin
        if (rw == WRITE) begin
            mem[addr] <= mem_in;
        end
    end
end
endmodule
==> metrics.cfg <==
[clocking]
cts_buffer_depth=5
clk_pin_slew_ps=60
clock.latency.late_pin_ps=1150
cts_made_buffers=826
cts_resized=0
cts_max_level=6
hold_buffers=0
cts_tree=yes
postCtsSetupRepairBufs=0
root_buffer=clkbuf_16
cts_sinks=8195

[die]
die_h_mm=1.14
io_pins=116
design.core.area_mm2=1.28
dieArea_mm2=1.29
die_x_mm=1.14
fp_util_pct=30.1
rows=416

[power_and_ir_drop]
p_leak_nw=140
power_density_mw_per_mm2=30.5
ir_drop_mv=0.0310

[synthesis]
flop_cell=edfxtp_1
yosysTopAreaCellShare_pct=63.6
ys_seq_elements=8195
yosysChipArea_mm2=0.387
synthCells=22000
adder_share_pct=0
netlist_area_mm2=0.387
yosys-stat-cells=22000
top_cells_by_count=edfxtp_1 (8,192), mux2i_1 (2,775), mux4_2 (2,674)
edf_count=8192
post-synth-top-count-cell=edfxtp_1
ys_top_logic_family=multiplexers
ys_types=82
ys_sh_aoi_pct=7.08
yosys.area_share.simple_pct=2.80
syn_avg_cell_area_um2=17.6
synth.area.top_cells=edfxtp_1 (64%), mux4_2 (16%), mux2i_1 (7.2%)
yosys.area.top_type=edfxtp_1
synthMuxAreaShare_pct=23.8
xor_share_pct=0
synth_seq_share_pct=63.7
ys_async_sr_fraction_pct=0
yosys_warnings=1

[sta]
finalCriticalPeriod_ps=32550
finalClockSkew_ps=103
grt_setup_unrepaired=no
clock.fmax_ghz=0.0307
finalCritPeriodShare_pct=57.3
setup_tns_ps=0
setup-violations-final=0
finalMaxSlewViolations=0
hold_viol=0
slew_headroom_pct=7.87
tightest_slew_ps=1370

[placed_design]
gp_congestion=1.02
post-place-cells=39200
dp.final_hpwl_mm=1010
dpl_cell_area_mm2=0.415
numPortBuffers=94

[min_path]
hold_class=register to register

[layout]
syn_to_final_growth_pct=14.2
fin_util_pct=34.4
stdcell_count=40900
stdcell_area_mm2=0.441
drive_gt1_share_pct=27.9

[outcome]
status=finished clean

[setup_path]
start_kind=input pin
cp_max_fo=70
crit_required_ps=45440
critPathKind=input pin to output port
crit_arrival_ps=21190
regToRegSetupSlack_ps=52280
endpoint_kind=output port

[detailed_routing]
drtIter0Drc=18700
dr.pass1.iters=7
wl_per_cell_um=37.8
wirelength_mm=1550
antenna_left=0
viasPerCell=5.90
via_count=241000
drc=0

[job]
warnings=63
maxCapViolations=0

[global_routing]
grt_max_degree=145
grt-ovfl-total=0
track_usage_pct=25.2
grt_pass1_wl_mm=2100
grt_pass1_vias=259000
antenna_found_initial=151

critical path, cell delays in order:
cell and delay, ps:
buf_16 360, buf_4 690, buf_4 670, buf_4 650
buf_4 630, buf_4 660, buf_4 740, buf_4 690
buf_4 700, buf_4 640, mux4_2 570, and2_1 170
a211oi_1 210, nor3_1 70, nor2_1 400, buf_4 270
or4_1 520, nor4_2 80, buf_4 220, clkdlybuf4s50_1 430
registers in the layout, indices dropped and copies added (netlist names):
name and flops:
mem 8192, pg_wr_buff 3
per-layer routing:
metal	global-route usage [%]	vias up	wire (µm)
met2	34.0	19800	650000
met5	9.08	-	12400
li1	-	96400	-
met4	14.6	261	119000
met3	24.1	3969	334000
met1	23.5	121000	431000
layout make-up:
cell class                 instances  area (µm²)
fill                          119000      842000
sequential                      8195      246000
multi-input combinational      11900      132000
clock buffer                    1019       21900
tap                            17100       21400
timing repair buffer            1880       14900
clock inverter                   455        4120
antenna                          256         641
inverter                          10        72.6
placed cells by master, fill, tap and decap left out, drive strengths merged, types with 18 or more instances in the layout:
master,count
edfxtp,8192
mux2i,2775
mux4,2676
buf,1799
o221ai,1130
clkbuf,1020
nor2,851
o22ai,703
a21oi,681
o21ai,395
nand2,387
mux2,360
clkinv,352
nor3,312
diode,256
a22oi,182
a221oi,182
nand3,169
nor4,154
a31oi,108
a211oi,102
and2,96
clkdlybuf4s50,80
bufinv,71
nand4,69
a2111oi,65
and4,53
o31ai,42
o21a,38
a22o,37
nor3b,34
inv,30
o32ai,24
o22a,22
a211o,22
or4,22
or3,22
o2bb2ai,20
nor2b,19
a21o,18
worst paths after layout:
kind	from	to	cells past startpoint
worst min-delay path	pg_wr_buff[0]	pg_wr_buff[1]	0
worst min register to register	pg_wr_buff[0]	pg_wr_buff[1]	0
worst max-delay path	addr[0]	data_out[13]	20
worst max register to register	pg_wr_buff[1]	mem[97][4]	8
cell families (layout without fill, tap and decap cells):
logic type / Yosys count / in the layout
DFF: 8195 / 8195
muxes: 5811 / 5811
AOI/OAI and AO/OA: 3859 / 3859
and+or+nand+nor: 2268 / 2268
buffers and inverters: 1869 / 3364
other: 0 / 256
power by group:
group | internal (W) | switching (W) | total, W
Sequential | 0.00671 | 0.00000153 | 0.00671
Combinational | 0.000394 | 0.000923 | 0.00132
Clock | 0.00304 | 0.00240 | 0.00544
Total | 0.0101 | 0.00332 | 0.0135
stage by stage:
step | hold WS, ps | total power (W) | setup WS, ps
after CTS | 332 | 0.0135 | 24330
final | 333 | 0.0135 | 24250
after floorplan | 310 | 0.00763 | 31850
after global routing | 334 | 0.0138 | 23790
after detailed placement | 318 | 0.00812 | 24350
after global placement | 312 | 0.00811 | 24330
Power is estimated from default activity; no workload was simulated.
