==> design/flow/design.v <==
module alu(
           input [15:0] a,
           input [15:0] b,
           input [9:0] imm,
           input [2:0] alu_op_code,
           output reg [15:0] result
       );
initial
begin
    result <= 16'd0;
end
always @(*)
begin
    case(alu_op_code)
        3'b000:
            result = a + b;
        3'b001:
            result = a + {6'd0, imm};
        3'b010:
            result = {15'd0, (a == b)};
        3'b011:
            result = ~(a & b);
        3'b100:
            result = a & b;
        3'b101:
            result = a | b;
        default:
            result = 16'd0;
    endcase
end
endmodule
module ctrl(
           input [15:0] ir,
           input rst,
           output reg [2:0] gpr_write_addr, gpr_read_addr_0, gpr_read_addr_1, alu_op_code,
           output reg addr_bus_src,
           output reg gpr_write_en,
           output reg [9:0] imm,
           output reg [15:0] mem_addr,
           output reg rw,
           output reg [2:0] gpr_write_src,
           output reg [15:0] gpr_write_data,
           output reg [1:0] branch,
           input [15:0] pc
       );
parameter ALU = 3'b000;
parameter CTRL = 3'b001;
parameter MEM = 3'b010;
parameter GPR = 3'b000;
always @(*)
begin
    if (rst)
    begin
    end
    else
    begin
        case(ir[15:13])
            3'b000:
            begin
                branch = 2'b0;
                rw = 1'b0;
                gpr_write_en = 1'b1;
                gpr_write_addr = ir[12:10];
                gpr_read_addr_0 = ir[9:7];
                gpr_read_addr_1 = ir[2:0];
                gpr_write_src = ALU;
                alu_op_code = 3'b000;
                addr_bus_src = 1'b0;
            end
            3'b001:
            begin
                branch = 2'b0;
                rw = 1'b0;
                gpr_write_en = 1'b1;
                gpr_write_addr = ir[12:10];
                gpr_read_addr_0 = ir[9:7];
                imm = {4'd0, ir[6:0]};
                gpr_write_src = ALU;
                alu_op_code = 3'b001;
                addr_bus_src = 1'b0;
            end
            3'b010:
            begin
                branch = 2'b0;
                rw = 1'b0;
                gpr_write_en = 1'b1;
                gpr_write_addr = ir[12:10];
                gpr_read_addr_0 = ir[9:7];
                gpr_read_addr_1 = ir[2:0];
                gpr_write_src = ALU;
                alu_op_code = 3'b011;
                addr_bus_src = 1'b0;
            end
            3'b011:
            begin
                branch = 2'b0;
                rw = 1'b0;
                gpr_write_en = 1'b1;
                gpr_write_addr = ir[12:10];
                gpr_write_data = {ir[9:0], 6'd0};
                gpr_write_src = CTRL;
                addr_bus_src = 1'b0;
            end
            3'b100:
            begin
                gpr_write_en = 1'b0;
                branch = 2'b0;
                rw = 1'b1;
                mem_addr = 16'd0;
                gpr_read_addr_1 = ir[12:10];
                alu_op_code = 3'b001;
                gpr_read_addr_0 = ir[9:7];
                imm = {4'd0, ir[6:0]};
                addr_bus_src = 1'b1;
            end
            3'b101:
            begin
                branch = 2'b0;
                rw = 1'b0;
                gpr_write_en = 1'b1;
                gpr_write_addr = ir[12:10];
                gpr_write_src = MEM;
                mem_addr = {6'd0, ir[9:0]};
                addr_bus_src = 1'b0;
            end
            3'b110:
            begin
                branch = 2'b10;
                rw = 1'b0;
                gpr_write_en = 1'b0;
                gpr_write_addr = 3'b0;
                gpr_read_addr_0 = ir[12:10];
                gpr_read_addr_1 = ir[9:7];
                imm = ir[6:0];
                alu_op_code = 3'b010;
                addr_bus_src = 1'b0;
            end
            3'b111:
            begin
                branch = 2'b01;
                rw = 1'b0;
                gpr_write_en = 1'b1;
                gpr_write_addr = ir[12:10];
                gpr_write_data = pc + 16'd1;
                gpr_read_addr_0 = ir[9:7];
                gpr_write_src = CTRL;
                addr_bus_src = 1'b0;
            end
            default:
            begin
                branch = 2'b0;
                rw = 1'b0;
                gpr_write_en = 1'b0;
                addr_bus_src = 1'b0;
            end
        endcase
    end
end
endmodule
module gpr(
           input clk,
           input write_en,
           input [2:0] write_dest,
           input [15:0] write_data,
           input [2:0] read_addr_1,
           output [15:0] read_data_1,
           input [2:0] read_addr_2,
           output [15:0] read_data_2,
           output [15:0] outrega
       );
reg [15:0] r[7:0];
always @( negedge clk )
begin
    if (write_en && write_dest != 0)
    begin
        r[write_dest] <= write_data;
    end
end
assign read_data_1 = r[read_addr_1];
assign read_data_2 = r[read_addr_2];
assign outrega = r[1];
endmodule
module risc16 (
           input clk,
           input rst,
           input extern_halt,
           input [15:0] ir,
           input [15:0] data_in,
           output[15:0] pc_out,
           output[15:0] outRegA,
           output reg [15:0] addr,
           output [15:0] data_bus,
           output mem_rw
       );
parameter PROG_START = 16'h000F;
wire halt = extern_halt;
reg [15:0] pc = PROG_START;
assign pc_out = pc;
wire gpr_write_en;
wire [2:0] gpr_write_addr;
reg [15:0] gpr_write_data;
wire [2:0] gpr_read_addr_1;
wire [2:0] gpr_read_addr_2;
wire [15:0] gpr_read_data_1;
wire [15:0] gpr_read_data_2;
assign data_bus = gpr_read_data_2;
gpr cpu_gpr(
        .clk(clk),
        .write_en(gpr_write_en),
        .write_dest(gpr_write_addr),
        .write_data(gpr_write_data),
        .read_addr_1(gpr_read_addr_1),
        .read_data_1(gpr_read_data_1),
        .read_addr_2(gpr_read_addr_2),
        .read_data_2(gpr_read_data_2),
        .outrega(outRegA)
    );
wire [9:0] imm;
wire [2:0] alu_op_code;
wire [15:0] alu_out;
alu cpu_alu(
        .a(gpr_read_data_1),
        .b(gpr_read_data_2),
        .imm(imm),
        .alu_op_code(alu_op_code),
        .result(alu_out)
    );
wire [15:0] gpr_write_data_ctrl_out;
wire [2:0] gpr_write_src;
always @(*)
begin
    case (gpr_write_src)
        3'b000: gpr_write_data = alu_out;
        3'b001: gpr_write_data = gpr_write_data_ctrl_out;
        3'b010: gpr_write_data = data_in;
        default: gpr_write_data = alu_out;
    endcase
end
wire addr_bus_src;
wire [15:0] addr_from_cpu_ctrl;
always @(*)
begin
    case (addr_bus_src)
        1'b0: addr = addr_from_cpu_ctrl;
        1'b1: addr = alu_out;
        default: addr = addr_from_cpu_ctrl;
    endcase
end
wire [1:0] branch;
ctrl cpu_ctrl(
         .ir(ir),
         .rst(rst),
         .gpr_write_addr(gpr_write_addr),
         .gpr_read_addr_0(gpr_read_addr_1),
         .gpr_read_addr_1(gpr_read_addr_2),
         .alu_op_code(alu_op_code),
         .addr_bus_src(addr_bus_src),
         .gpr_write_en(gpr_write_en),
         .imm(imm),
         .mem_addr(addr_from_cpu_ctrl),
         .rw(mem_rw),
         .gpr_write_src(gpr_write_src),
         .gpr_write_data(gpr_write_data_ctrl_out),
         .branch(branch),
         .pc(pc)
     );
always @( posedge clk )
begin
    if (rst) begin
        pc <= PROG_START;
    end else begin
        if (halt) begin
            pc <= pc;
        end else begin
            if (branch == 2'b01) begin
                pc <= gpr_read_data_1;
            end else if (branch == 2'b10) begin
                if (alu_out[0]) begin
                        pc <= (pc + 16'd1 + {9'd0, imm[6:0]});
                end else begin
                    pc <= pc + 16'd1;
                end
            end
            else begin
                pc <= pc + 16'd1;
            end
        end
    end
end
endmodule
==> design/flow/run.sh <==
#!/bin/bash
# OpenROAD 26Q1-2900-gdf79404cd8, Yosys 0.63+post, stock flow scripts
make -C /OpenROAD-flow-scripts/flow DESIGN_CONFIG=/design/flow/config.mk WORK_HOME=/design/flow/orfs finish
==> design/flow/config.mk <==
export PLATFORM = sky130hd
export DESIGN_NAME = risc16
export DESIGN_NICKNAME = risc16
export VERILOG_FILES = /design/flow/design.v
export SDC_FILE = /design/flow/constraint.sdc
export NUM_CORES = 4
export LEC_CHECK = 1
export CORE_UTILIZATION = 30
==> design/flow/constraint.sdc <==
current_design risc16

set clk_period 7.7
set clk_io_pct 0.2

create_clock -name clk0 -period $clk_period [get_ports {clk}]

set non_clock_inputs [all_inputs -no_clocks]
set_input_delay [expr $clk_period * $clk_io_pct] -clock clk0 $non_clock_inputs
set_output_delay [expr $clk_period * $clk_io_pct] -clock clk0 [all_outputs]
==> out/results.ini <==
[status]
outcome = finished, violations left
violations = setup timing

[setup_path]
crit_type = flop to output port
cp_slowest_cell = mux4_2
worstReg2RegStart = cpu_gpr.r[7][1]
r2r_cells = 65
critPathMaxStageDelay_ns = 0.47
crit_chain = buf_4, mux4_2, mux2_4, ha_4, inv_2, fa_2, nor2b_1, o21ai_1, nand2b_1, a21o_1, a21o_1, a31oi_4, o31ai_4, buf_6, buf_6, nand4_1, mux2i_1, a21boi_1, buf_2
cp-start-kind = flop
cp.arrival_ns = 7.79
worst-path-buf-inv = 5
reg2reg_slack_ns = -0.81
crit_path_max_fanout = 2
reg2reg_to = cpu_gpr.r[2][3]
worstSetupEndpointType = output port
crit_start = cpu_gpr.r[0][0]
cpLargestDelayFamily = multiplexers
worstPathRequired_ns = 6.16

[synth]
ys_cells = 868
yosysTopAreaCell = edfxtp_1
synth_cells = 868
edf_count = 128
ys_warn_count = 4
netlist_area_um2 = 10300
synth-main-ff-cell = edfxtp_1
synth.avg_cell_area_um2 = 11.9
area_leaders = edfxtp_1 (37%), mux4_2 (14%), dlxtn_1 (7.3%), ha_1 (5.0%), mux2_2 (4.0%)
synth_cell_type_count = 63
numSynthFlops = 194
async_reset_ff_frac = 0
common_cells = edfxtp_1 (128), nand2_1 (76), nor2_1 (64)
yosys_area_um2 = 10300
top_area_frac = 0.373
synth.most_common_cell = edfxtp_1

[route]
dr_total_vias = 9228
wl_per_cell_um = 20.6
routed_via_density = 5.11
n_antenna_cell = 0
drc = 0
ant_nets = 0
dr.pass1.iters = 6
drtIter0Drc = 665
wl_mm = 37.2

[clocking]
clockBufferDepth = 2
cts-hold-fix-buffers = 0
h-tree-depth = 4
cts_tree = done
clk_pin_slew_ns = 0.07
insertion_delay_ns = 0.46
cts-buffers-inserted = 17
clockRootBuffer = clkbuf_16

[pwr]
ir_drop_mv = 0.170
p_leak_nw = 6.83
p_per_area_nw_per_um2 = 241

[global_route]
grt_pass1_wl_mm = 56.2
grt_max_degree = 35
grt_overflow_total = 0
antenna_found_initial = 1
grt_pass1_vias = 10000
track_usage = 0.225

[flow_run]
tool_warnings = 157
cap_violations = 0

[layout]
fillCellCount = 2870
logic_area_um2 = 5880
synthToLayoutAreaGrowth_pct = 53.7
flop_area_um2 = 4920
drive_above_1_share = 0.379
utilization = 0.470

[sta]
untimed_endpoints = 163
final.setup.tns_ns = -28.17
maxSlewViolCount = 0
report.final.hold_viol_count = 0
fin_ws_ns = -1.63
unclocked_regs = 50
tightest_slew_ns = 0.906
rsz0062_at_grt = true
slew_headroom = 0.394
setup_viol = 31
fin_skew_ns = 0.0378

[placement]
dp_hpwl_mm = 23.7
place_congestion = 0.994
port_buffers = 99

[floorplanning]
core_um2 = 33700
die-area_um2 = 35100
dieHeight_um = 187
fp-row-count = 67
io_pins = 100
die_width_um = 187
fp_util = 0.306

[min_path]
min_path_cells = 2
hold_path_end = pc[15]
hold_path.class = flop to flop
min-delay-start = pc[15]

[report_power, final]
group | leakage (nW) | switching, mW | internal [mW] | total (mW)
Clock | 0.979 | 0.558 | 0.557 | 1.11
Sequential | 1.72 | 0.0317 | 0.980 | 1.01
Combinational | 4.13 | 0.719 | 0.968 | 1.69
Total | 6.83 | 1.31 | 2.50 | 3.81
[routing by layer]
layer,global-route usage,share of wire,up-vias,wire (µm)
li1,-,-,4214,-
met1,0.291,0.39,4418,14500
met2,0.341,0.47,477,17300
met3,0.0866,0.097,119,3610
met4,0.107,0.048,0,1800
met5,0,0,-,0
[logic make-up after synthesis]
| logic type | synth area share |
|---|---|
| flip-flops | 0.404 |
| buffers and inverters | 0.0303 |
| latches | 0.0728 |
| AND-OR/OR-AND | 0.106 |
| adder cells (fa/ha/maj) | 0.0536 |
| other | 0.000364 |
| XOR/XNOR | 0.0347 |
| multiplexers | 0.188 |
| AND/OR/NAND/NOR | 0.111 |
[cell type report]
class / instances / share of cell area
clock inverters: 143 / 0.0421
flip-flops and latches: 194 / 0.310
clock buffers: 17 / 0.0268
inverters: 23 / 0.00560
multi-input cells: 609 / 0.371
well taps: 448 / 0.0354
repair buffers: 373 / 0.209
[cell usage in the layout, fill, tap and decap left out, drive strengths merged, types with 27 or more instances in the layout]
cell,instances
edfxtp,128
mux4,63
o21ai,42
buf,285
and2,27
mux2,38
inv,159
nand2,76
dlxtn,50
clkdlybuf4s50,83
a21oi,34
nor2,64
ha,41
[worst max-delay path by stage]
stage | to | slack, ns | cells past startpoint
final | addr[14] | -1.63 | 19
after CTS | addr[9] | -1.67 | 17
after global routing | addr[12] | -1.86 | 19
[registers in the layout, summed over array words and instances (netlist names)]
register,cells
cpu_ctrl.branch,2
cpu_ctrl.gpr_write_en,1
cpu_ctrl.imm,7
cpu_ctrl.gpr_write_src,2
cpu_ctrl.gpr_write_data,16
cpu_ctrl.rw,1
cpu_gpr.r,128
cpu_ctrl.gpr_write_addr,3
cpu_ctrl.mem_addr,10
cpu_ctrl.gpr_read_addr_0,3
cpu_ctrl.gpr_read_addr_1,3
pc,16
cpu_ctrl.alu_op_code,2
[per-stage QoR]
step	setup slack (ns)	total power [mW]	hold WS, ns	cell area [µm²]	cells
finish	-1.63	3.81	0.495	15900	1807
global route	-1.86	4.02	0.529	15900	1807
CTS	-1.67	3.75	0.502	15700	1830
detailed placement	-1.47	1.98	0.483	12700	1502
global placement	-1.44	1.98	0.481	12700	1502
floorplan	-0.763	1.57	0.444	10400	883
[worst min-delay path, stage by stage (launching register included)]
cell,delay [ns]
dfxtp_1,0.34
nand2_1,0.06
a21oi_1,0.05
[what timing repair did]
item / CTS / global route
gates resized: 174 / 81
buffers inserted: 169 / 23
pin swaps: 53 / 50
endpoints found under the setup margin: 32 / 56
Power figures rest on the tool's default switching activity, not on a simulated workload.
